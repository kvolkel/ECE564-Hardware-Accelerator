==> design/flow/design.v <==
module output_data(input clock,input [15:0] O7, input [15:0] O6, input [15:0] O5, input [15:0] O4, input [15:0] O3, input [15:0]  O2, input [15:0] O1, input [15:0] O0, input [2:0] select, output [15:0] OUT);
   always @ (posedge clock) begin
      casex (select)
	3'd0: OUT<=O0;
	3'd1: OUT<=O1;
	3'd2: OUT<=O2;
	3'd3: OUT<=O3;
	3'd4: OUT<=O4;
	3'd5: OUT<=O5;
	3'd6: OUT<=O6;
	3'd7: OUT<=O7;
      endcase  
   end  
endmodule  
==> design/flow/run.sh <==
#!/bin/bash
# OpenROAD 26Q1-2900-gdf79404cd8, Yosys 0.63+post, stock flow scripts
make -C /OpenROAD-flow-scripts/flow DESIGN_CONFIG=/design/flow/config.mk WORK_HOME=/design/flow/orfs finish
==> design/flow/config.mk <==
export PLATFORM = sky130hd
export DESIGN_NAME = output_data
export DESIGN_NICKNAME = output_data
export VERILOG_FILES = /design/flow/design.v
export SDC_FILE = /design/flow/constraint.sdc
export NUM_CORES = 4
export LEC_CHECK = 1
export CORE_AREA = 10 10 108 108
export DIE_AREA = 0 0 118 118
==> design/flow/constraint.sdc <==
current_design output_data

set clk_period 2.2
set clk_io_pct 0.2

create_clock -name clk0 -period $clk_period [get_ports {clock}]

set non_clock_inputs [all_inputs -no_clocks]
set_input_delay [expr $clk_period * $clk_io_pct] -clock clk0 $non_clock_inputs
set_output_delay [expr $clk_period * $clk_io_pct] -clock clk0 [all_outputs]
==> impl_report.txt <==
==== FLOW RESULTS ====
----------------------------------------------------
[STA]
  Worst hold margin ........................ 0.772 ns
  Actual transition at the worst max-transition pin ........................ between 0.4 and 0.5 ns
  Total setup violations reported at the end of the flow ........................ 0
  Setup repair after global routing missed its margin ........................ no
  Final tally of hold violations ........................ 0
  Period minus WS final ........................ 1.56 ns
  Worst slew margin relative to its limit ........................ 69.5%
  Final cycle utilization of the critical path ........................ approximately 71%
  Fmax ........................ 643 MHz
  Max-slew violation count ........................ 0
  Setup TNS ........................ 0 ns
  Smallest setup slack after layout ........................ 0.644 ns

[Clock tree]
  Root buffer cell ........................ sky130_fd_sc_hd__clkbuf_8
  Number of clock buffers inserted by TritonCTS ........................ 3
  Sinks on Clock Net ........................ 16
  Post-CTS Hold Buffers ........................ 0
  Clock tree from TritonCTS ........................ done
  Clock-pin slew on the worst setup and hold paths ........................ roughly 0.07 ns
  CTS H-tree depth ........................ 1
  Setup fix buffers added after clock tree synthesis ........................ 0
  CTS-repair resized insts ........................ 0
  Bufs on Longest Clock Path ........................ 2

[Worst setup path]
  Startpoint Class ........................ input port
  Critical setup path kind ........................ in -> reg
  Endpoint arrival time on the critical path ........................ 1.70 ns
  Highest net fanout along the worst path ........................ 16
  Crit. End Element ........................ flop
  Data required, critical path ........................ 2.34 ns

[Job]
  Total of max-cap violations ........................ 0
  Count of warning messages emitted by the tools ........................ 25

[Die]
  Die Span Y ........................ roughly 120 µm
  Row Count ........................ 35
  Floorplan Utilization ........................ 15.7%
  Die Size ........................ 13900 µm²
  Number of placed I/O pins ........................ ~150
  Die outline width ........................ 118 µm
  Floorplan core area ........................ 9280 µm²

[GRT]
  Total global routing track utilization ........................ approximately 10%
  Global-route wire length before repair ........................ 11200 µm
  Vias in the first global route ........................ 1928
  Maximum number of pins on one net before global-route repair ........................ 34
  Number of antenna violations at the first check in global routing ........................ 0
  Total congestion overflow ........................ 0

[Power and ir drop]
  Internal ........................ about 810 µW
  Sequential fraction of design power ........................ a little under a third
  Power, Total ........................ 1070 µW
  Peak ir drop on the vdd network ........................ 0.188 mV
  Fraction of power spent switching nets ........................ 24.6%
  Share of power burned in combinational logic ........................ 47.3%
  Clock share of power ........................ 21.5%
  Power dissipated by switching net loads ........................ 263 µW
  Reported leakage power ........................ 0.00118 µW
  Total power density per cell area ........................ 348 nW/µm²

[Logic synthesis]
  Sequential fraction of the synthesis area ........................ 22.0%
  Netlist area before placement ........................ 1460 µm²
  Yosys warning tally ........................ 9
  Count of unique library cells instantiated by Yosys ........................ 20
  Chip area line of the yosys report ........................ around 1500 µm²
  Cell count listed in synth_stat.txt ........................ 153
  Synthesized registers ........................ 16
  Post-synthesis instance total ........................ 153
  Synthesized area per cell ........................ approximately 9.5 µm²

[Detailed routing]
  Violation tally from detailed-route iteration zero ........................ 44
  Detailed-routing iteration count for the pre-antenna-repair pass ........................ 4
  Final antenna diode count ........................ 0
  WL per Instance ........................ 17.4 µm
  Remaining antenna violation count ........................ 0
  Via density ........................ roughly 4.2
  Via count ........................ 1762
  Routed Wire Length ........................ 7370 µm
  Post-route DRC ........................ 0

[Place]
  Worst slack at placement ........................ 0.388 ns
  Final estimated routing congestion in global placement ........................ 0.767
  Detail Placement HPWL ........................ 6260 µm
  Quantity of I/O buffers inserted on ports ........................ 147

[Final layout]
  Register with the most flip-flops ........................ OUT
  Fraction of final layout cells with drive strength greater than 1 ........................ between 6 and 7%
  Area of all sequential standard cells ........................ roughly 320 µm²
  Combinational gate area ........................ 1010 µm²
  Flip-flop count of the largest register, all copies and words added ........................ 16
  Area growth syn-to-layout ........................ 112%
  Largest registers ........................ OUT (16)
  Filler Cell Count ........................ 965

[Outcome]
  Result of the run ........................ completed

[Min path]
  Worst min-delay path category ........................ in -> reg

----------------------------------------------------
==> synthesized netlist by cell type <==
library cell | n | area (µm²)
sky130_fd_sc_hd__buf_2 | 2 | 10.0
sky130_fd_sc_hd__buf_4 | 3 | 22.5
sky130_fd_sc_hd__clkbuf_1 | 7 | 26.3
sky130_fd_sc_hd__nor3b_1 | 16 | 120
sky130_fd_sc_hd__buf_6 | 6 | 67.6
sky130_fd_sc_hd__o22a_1 | 14 | 123
sky130_fd_sc_hd__or3_4 | 1 | 11.3
sky130_fd_sc_hd__a21bo_2 | 2 | 20.0
sky130_fd_sc_hd__nand2b_1 | 1 | 6.26
sky130_fd_sc_hd__mux2_2 | 2 | 22.5
sky130_fd_sc_hd__nor2_1 | 2 | 7.51
sky130_fd_sc_hd__dfxtp_1 | 16 | 320
sky130_fd_sc_hd__a211o_1 | 2 | 17.5
sky130_fd_sc_hd__a211oi_1 | 14 | 105
sky130_fd_sc_hd__nand4b_1 | 2 | 17.5
sky130_fd_sc_hd__o22ai_1 | 14 | 87.6
sky130_fd_sc_hd__o211ai_1 | 2 | 15.0
sky130_fd_sc_hd__a31oi_1 | 2 | 12.5
sky130_fd_sc_hd__mux2i_1 | 44 | 440
sky130_fd_sc_hd__nand2_1 | 1 | 3.75
==> cells by family after synthesis <==
logic type	Yosys count	synth area share (%)
AOI/OAI and AO/OA	50	26.1
buffers and inverters	18	8.68
DFF	16	22.0
muxes	46	31.8
and+or+nand+nor	23	11.4
==> layout make-up <==
class / count / area share (%)
repair buffers: 156 / 50.3
multi-input cells: 119 / 32.8
flip-flops and latches: 16 / 10.4
clock buffers: 3 / 1.34
well taps: 129 / 5.24
==> critical path: stages <==
cell                              delay, ns
sky130_fd_sc_hd__clkdlybuf4s50_1       0.48
sky130_fd_sc_hd__or3_4                 0.54
sky130_fd_sc_hd__o22a_1                0.23
==> power groups by stage <==
stage                 Combinational (µW)  Sequential [µW]  Clock [µW]
final                                507              335         230
after CTS                            517              335         247
after global routing                 548              338         260
==> layout by cell type (no fill, tap or decap) <==
master,instances
sky130_fd_sc_hd__a211o_1,2
sky130_fd_sc_hd__a211oi_1,14
sky130_fd_sc_hd__a21bo_2,2
sky130_fd_sc_hd__a31oi_1,2
sky130_fd_sc_hd__buf_12,1
sky130_fd_sc_hd__buf_4,9
sky130_fd_sc_hd__clkbuf_8,3
sky130_fd_sc_hd__clkdlybuf4s50_1,146
sky130_fd_sc_hd__dfxtp_1,16
sky130_fd_sc_hd__mux2_2,2
sky130_fd_sc_hd__mux2i_1,44
sky130_fd_sc_hd__nand2_1,1
sky130_fd_sc_hd__nand2b_1,1
sky130_fd_sc_hd__nand4b_1,2
sky130_fd_sc_hd__nor2_1,2
sky130_fd_sc_hd__nor3b_1,16
sky130_fd_sc_hd__o211ai_1,2
sky130_fd_sc_hd__o22a_1,14
sky130_fd_sc_hd__o22ai_1,14
sky130_fd_sc_hd__or3_4,1
==> layer usage <==
metal	GRT usage (%)	up-vias	wire length, µm
li1	-	894	-
met4	0.309	0	27
met1	12.7	774	3310
met2	16.6	92	3370
met3	4.08	2	659
met5	0	-	0
==> stage by stage <==
step,util [%],std cells,instance area (µm²)
after global placement,32.7,420,3040
after detailed placement,32.7,420,3040
after CTS,33.2,423,3080
final,33.2,423,3080
after global routing,33.2,423,3080
after floorplan,-,153,1460
==> final timing paths <==
kind,slack [ns],cells past startpoint,start,endpoint
hold / removal,0.77,3,O0[7],OUT[7]$_DFF_P_
setup / recovery,0.64,3,select[1],OUT[6]$_DFF_P_
Power figures rest on the tool's default switching activity, not on a simulated workload.
